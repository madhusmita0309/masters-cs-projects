--- run.sh ---
#!/bin/bash
# OpenROAD 26Q1-2900-gdf79404cd8, Yosys 0.63+post, stock flow scripts
make -C /OpenROAD-flow-scripts/flow DESIGN_CONFIG=/design/flow/config.mk WORK_HOME=/design/flow/orfs finish
--- config.mk ---
export PLATFORM = sky130hd
export DESIGN_NAME = MainModule
export DESIGN_NICKNAME = MainModule
export VERILOG_FILES = /design/flow/design.v
export SDC_FILE = /design/flow/constraint.sdc
export NUM_CORES = 4
export LEC_CHECK = 1
export CORE_UTILIZATION = 30
--- constraint.sdc ---
current_design MainModule

set clk_period 2.2
set clk_io_pct 0.2

create_clock -name clk0 -period $clk_period [get_ports {clk}]

set non_clock_inputs [all_inputs -no_clocks]
set_input_delay [expr $clk_period * $clk_io_pct] -clock clk0 $non_clock_inputs
set_output_delay [expr $clk_period * $clk_io_pct] -clock clk0 [all_outputs]
--- design.v ---
`timescale 1ns / 1ps
module MainModule( input clk, input reset, input [5:0] opCode , input [5:0] funcField ,
	 input overflowflag, 
	output  [30:0] controlWord
    );
	wire [4:0] addressNext; 
	wire [2:0] addressCtrl; 
	wire [4:0] seq; 
	wire [4:0] dt1;
	wire [4:0] dt2;
	wire [4:0] dt3;
	wire [4:0] wbAddr;
	DT1 dispTbl1(opCode , funcField, dt1);
	DT2 dispTbl2(opCode , funcField, dt2);
   DT3 dispTbl3(opCode , dt3);
	WriteBack wb(opCode , funcField, wbAddr);
	adder add0(addressNext,seq);
	NxtAddrMux mux1(clk, reset, addressCtrl , wbAddr, dt3,  dt2, dt1,
						 seq, 5'd0 , addressNext  );
	controlUnit c1( addressNext,
						clk,
					overflowflag ,
						addressCtrl,
						controlWord
					);
endmodule
module DT1(input [5:0] opCode , input [5:0] funcField, output reg[4:0] addressNext
    );
	always@(*)
	begin 
		case(opCode)
		6'd0: begin
				if(funcField == 6'd16)  
					addressNext=5'd2;
				else if(funcField == 6'd18)  
					addressNext=5'd3;
				else if(funcField == 6'd17)  
					addressNext=5'd4;
				else if(funcField == 6'd19)  
 					addressNext=5'd5;
				else if(funcField == 6'd8) 
					addressNext=5'd10;
				else if(funcField == 6'd9)  
					addressNext=5'd11;
				else if(funcField == 6'd32)  
					addressNext=5'd12;
				else if(funcField == 6'd0)  
					addressNext=5'd13;
				else if(funcField == 6'd4)  
					addressNext=5'd14;
				else if(funcField == 6'd26)  
					addressNext=5'd15;
				else if(funcField == 6'd24)  
					addressNext=5'd16;
				end
		6'd2: addressNext=5'd8;  
		6'd3: addressNext=5'd9;  
		6'd4: addressNext=5'd7;  
		6'd15:addressNext=5'd6;  
		6'd28:addressNext=5'd16;  
		6'd13:addressNext=5'd18;  
		6'd8:addressNext =5'd17;  
		6'd35:addressNext=5'd17;  
		6'd43:addressNext=5'd17;  
		default: begin
		addressNext=5'd27;  
		end
	endcase
	end
endmodule
module DT2(input [5:0] opCode , input [5:0] funField, output reg[4:0] addressNext
    );
always@(*)
begin
	case(opCode)  
	6'd0: begin
				if(funField == 6'd24)  
					addressNext=5'd20;
			end
	6'd28: begin
				 if(funField == 6'd0)  
					addressNext=5'd21;
				 else if(funField == 6'd4) 
					addressNext=5'd22;
				 end
	endcase
end 
endmodule
module DT3(input [5:0] opCode,output reg[4:0] addressNext
    );
always@(*)
	begin
	case(opCode)  
		6'd35: addressNext=5'd23;  
		6'd43: addressNext=5'd24;  
		6'd8:  addressNext=5'd25;  
	endcase
	end
endmodule
module WriteBack(input [5:0] opCode , input [5:0] funcField, output reg[4:0] addressNext
    );
	always@(*)
	begin   
		case(opCode)
		6'd0: begin
				if(funcField == 6'd32)  
					addressNext=5'd19;
				else if(funcField == 6'd0)  
					addressNext=5'd19;
				else if(funcField == 6'd4)  
					addressNext=5'd19;
				else if(funcField == 6'd26)  
					addressNext=5'd20;
				end
		6'd35: addressNext=5'd26;  
		6'd13: addressNext=5'd25;  
		endcase
	end
endmodule
module adder(input [4:0] address, output reg [4:0] sequenceAddr
    );
always@(address)
begin
sequenceAddr=address+1;
end
endmodule
module NxtAddrMux(input clk, input reset,input [2:0] addressCtrl , input [4:0] wbAddr, input [4:0] dt3, input [4:0] dt2, input [4:0] dt1,
						input [4:0] seq, input [4:0] fetch , output reg [4:0] nextAddress
    );
	always@(posedge clk)
	begin
	if(reset)
		nextAddress= fetch;
	else 
	case(addressCtrl)
	3'd0:nextAddress= fetch;
	3'd1:nextAddress= seq;
	3'd2:nextAddress= dt1;
	3'd3:nextAddress= dt2;
	3'd4:nextAddress= dt3;
	3'd5:nextAddress= wbAddr;
	endcase
	end
endmodule
module controlUnit(input [4:0] addressNext,
						 input clk,
						 input overflowflag ,
						 output reg[2:0] addressControl,
						  output reg [30:0] controlWord
    );
		reg [33:0] controlSignalsArray [27:0];  
		reg [33:0] controlComp;
		always@(negedge clk)
		  begin
		controlSignalsArray[0] =34'b00_1_0_00_0_1_0_1_00_000_000_00_00_0_0_0_000_00_0_001;  
		controlSignalsArray[1] =34'b00_0_0_00_0_0_0_0_00_010_000_00_00_0_0_0_000_00_0_010;  
		controlSignalsArray[2] =34'b00_0_0_00_0_0_0_0_00_000_000_00_00_0_0_0_100_00_1_000;  
		controlSignalsArray[3] =34'b00_0_0_00_0_0_0_0_00_000_000_00_00_0_0_0_101_00_1_000;  
		controlSignalsArray[4] =34'b00_0_0_00_0_0_0_0_00_000_000_01_00_1_0_0_000_00_0_000;  
		controlSignalsArray[5] =34'b00_0_0_00_0_0_0_0_00_000_000_00_01_0_1_0_000_00_0_000;  
		controlSignalsArray[6] =34'b00_0_0_00_0_0_0_0_00_000_000_00_00_0_0_0_011_00_1_000;  
		controlSignalsArray[7] =34'b00_0_1_01_0_0_0_0_01_001_001_00_00_0_0_0_000_00_0_000;  
		controlSignalsArray[8] =34'b00_1_0_10_0_0_0_0_00_000_000_00_00_0_0_0_000_00_0_000;  
		controlSignalsArray[9] =34'b00_1_0_10_0_0_0_0_00_000_000_00_00_0_0_0_010_10_1_000;  
		controlSignalsArray[10] =34'b00_1_0_11_0_0_0_0_00_000_000_00_00_0_0_0_000_00_0_000;  
		controlSignalsArray[11] =34'b00_1_0_11_0_0_0_0_00_000_000_00_00_0_0_0_010_00_1_000;  
		controlSignalsArray[12] =34'b00_0_0_00_0_0_0_0_01_001_000_00_00_0_0_0_000_00_0_101;  
		controlSignalsArray[13] =34'b00_0_0_00_0_0_0_0_10_001_100_00_00_0_0_0_000_00_0_101;  
		controlSignalsArray[14] =34'b00_0_0_00_0_0_0_0_01_001_100_00_00_0_0_0_000_00_0_101;  
		controlSignalsArray[15] =34'b00_0_0_00_0_0_0_0_01_001_100_00_00_0_0_0_000_00_0_101;  
		controlSignalsArray[16] =34'b00_0_0_00_0_0_0_0_01_001_011_00_00_0_0_0_000_00_0_011;  
		controlSignalsArray[17] =34'b00_0_0_00_0_0_0_0_01_011_000_00_00_0_0_0_000_00_0_100;  
		controlSignalsArray[18] =34'b00_0_0_00_0_0_0_0_01_010_101_00_00_0_0_0_000_00_0_101;  
		controlSignalsArray[19] =34'b00_0_0_00_0_0_0_0_00_000_000_00_00_0_0_0_000_00_1_000;  
		controlSignalsArray[20] =34'b00_0_0_00_0_0_0_0_00_000_000_00_00_1_1_0_000_00_0_000;  
      controlSignalsArray[21] =34'b00_0_0_00_1_1_0_0_00_000_000_00_00_0_0_0_000_00_0_000;  
      controlSignalsArray[22] =34'b00_0_0_00_1_1_0_0_00_000_000_00_00_0_0_0_000_00_0_000;  
      controlSignalsArray[23] =34'b00_0_0_00_1_0_1_0_00_000_000_00_00_0_0_0_000_00_0_101;  
      controlSignalsArray[24] =34'b00_0_0_00_0_0_0_0_00_000_000_00_00_0_0_0_000_01_1_000;  
      controlSignalsArray[25] =34'b00_0_0_00_0_0_0_0_00_000_000_00_00_0_0_0_001_01_1_000;  
		controlSignalsArray[26] =34'b00_0_0_00_0_0_0_0_00_000_000_00_00_0_0_0_001_01_1_000;  
		controlSignalsArray[27] =34'b11_1_1_11_1_1_1_1_11_111_111_11_11_1_1_1_111_11_1_111;  
		if(overflowflag)
		begin
		controlSignalsArray[19] =34'b10_0_0_00_0_0_0_0_00_000_000_00_00_0_0_0_000_00_1_000;  
		controlSignalsArray[25] =34'b10_0_0_00_0_0_0_0_00_000_000_00_00_0_0_0_001_01_1_000;  
		end
		controlComp=controlSignalsArray[addressNext];
		controlWord=controlComp[33:3];
		addressControl=controlComp[2:0];
		end
endmodule
module MainModuleTest;
	reg clk;
	reg reset;
	reg [5:0] opCode;
	reg [5:0] funcField;
	reg overflowflag;
	wire [30:0] controlWord;
	MainModule uut (
		.clk(clk), 
		.reset(reset), 
		.opCode(opCode), 
		.funcField(funcField),
		.overflowflag(overflowflag),
		.controlWord(controlWord)
	);
always 
	#10 clk=~clk;
	initial begin
		clk = 0;
		reset = 0;
		opCode = 0;
		funcField = 0;
		overflowflag=0;
		#10 reset=1;
      #10 opCode=6'd0; funcField=6'd16;reset=0;  
		#60 opCode=6'd0; funcField=6'd18; 
		#60 opCode=6'd0; funcField=6'd17; 
		#60 opCode=6'd0; funcField=6'd19; 
		#60 opCode=6'd15; funcField=6'd19; 
		#60 opCode=6'd4; funcField=6'd19; 
		#60 opCode=6'd2; funcField=6'd19; 
		#60 opCode=6'd3; funcField=6'd19; 
		#60 opCode=6'd0; funcField=6'd8; 
		#60 opCode=6'd0; funcField=6'd9; 
		#60 opCode=6'd0; funcField=6'd32; overflowflag=1; 
		#80 opCode=6'd0; funcField=6'd0; overflowflag=0;  
		#80 opCode=6'd0; funcField=6'd4;  
		#80 opCode=6'd0; funcField=6'd26;  
		#80 opCode=6'd0; funcField=6'd24;  
		#80 opCode=6'd28; funcField=6'd0;  
		#80 opCode=6'd28; funcField=6'd4;  
		#80 opCode=6'd8; funcField=6'd0; overflowflag=1;  
		#80 opCode=6'd43; funcField=6'd0; overflowflag=0;  
		#80 opCode=6'd13; funcField=6'd0;  
		#80 opCode=6'd35; funcField=6'd0;  
		#100 opCode=6'd44; funcField=6'd0;  
		#60 reset=1;
   end   
endmodule
==> tab_implementation.tex <==
% Yosys + OpenROAD metrics
\begin{tabular}{lr}
\hline
Metric & Value \\
\hline
\multicolumn{2}{l}{\textbf{Worst setup path}} \\
\quad Cells on worst reg2reg path & 6 \\
\quad Register-to-register setup slack & -0.49 ns \\
\quad Worst r2r src & mux1.nextAddress[1] \\
\quad Arrival time at the worst endpoint & 1.83 ns \\
\quad Crit path max fanout & 5 \\
\quad Critical Setup Path Class & reg2reg \\
\quad Terminus of the critical flop-to-flop path & c1.addressControl[0] \\
\quad Startpoint type of the worst setup path & flip-flop \\
\quad Data required, critical path & 1.34 ns \\
\quad CP endpoint kind & flip-flop \\
\multicolumn{2}{l}{\textbf{Route}} \\
\quad Sum of routed wire length over all layers & 7330 µm \\
\quad Routed length per placed instance & 13.1 µm \\
\quad Via density per instance & 4.94 \\
\quad Routed Antenna Nets & 0 \\
\quad Number of DRC markers after the initial detailed-route iteration & roughly 120 \\
\quad Number of search-and-repair iterations in the first detailed-routing pass & 5 \\
\quad Total antenna diodes in the routed design & 0 \\
\quad Overall via count from detail\_route & 2757 \\
\quad DRC violation count after routing & 0 \\
\multicolumn{2}{l}{\textbf{Power and ir drop}} \\
\quad Power per unit of standard cell area & a little under 1000 mW/mm² \\
\quad Lkg Pwr & 1.94 nW \\
\quad Worst vdd ir & 341 µV \\
\quad PnR Total Power & just over 4 mW \\
\multicolumn{2}{l}{\textbf{STA}} \\
\quad Number of unconstrained endpoints & 14 \\
\quad Final hold viol count & 0 \\
\quad Max-slew violation total from the final report & 0 \\
\quad Max transition margin & 0.672 \\
\quad Transition time of the tightest slew-check pin & between 0.4 and 0.5 ns \\
\quad Unrepaired setup endpoints after global routing & yes \\
\quad Register pins left without a clock & 14 \\
\quad Setup skew after layout & 0.0660 ns \\
\quad Worst hold-check slack & 0.642 ns \\
\quad Final tally of setup violations & 63 \\
\quad Least setup slack across all paths after layout & -0.488 ns \\
\multicolumn{2}{l}{\textbf{Cells and area}} \\
\quad Highest-count logic cell in the final layout & sky130\_fd\_sc\_hd\_\_buf\_4 \\
\quad FILL cells & around 730 \\
\quad Post-synthesis to final-layout area growth & 61.0\% \\
\quad Final cell area excluding filler cells & 0.00415 mm² \\
\quad Finished Layout Cells & 558 \\
\quad Top logic cells by instance count in the layout & sky130\_fd\_sc\_hd\_\_buf\_4, sky130\_fd\_sc\_hd\_\_inv\_1, sky130\_fd\_sc\_hd\_\_dfxtp\_1, sky130\_fd\_sc\_hd\_\_buf\_6, sky130\_fd\_sc\_hd\_\_buf\_2 \\
\quad Proportion of layout cells with a drive suffix above 1 & 0.424 \\
\multicolumn{2}{l}{\textbf{Run}} \\
\quad Max-capacitance violation count & 0 \\
\quad Number of warnings in the stage logs & roughly 64 \\
\multicolumn{2}{l}{\textbf{CTS}} \\
\quad CTS tree & yes \\
\quad Clock edge transition at the registers on the reported setup and hold paths & around 0.080 ns \\
\quad Total CTS buffers & 5 \\
\quad CTS Root Buffer Type & sky130\_fd\_sc\_hd\_\_clkbuf\_8 \\
\quad Clock insertion delay at the later pin of the skew report & 0.36 ns \\
\quad Post-cts hold-fix buffer tally & 0 \\
\quad Clk buf depth & 2 \\
\quad H-tree depth reported by CTS & 2 \\
\multicolumn{2}{l}{\textbf{Min path}} \\
\quad Path type of the worst min-delay path & reg2reg \\
\quad Number of cells on the worst hold path & 3 \\
\quad Worst Hold End & mux1.nextAddress[4] \\
\quad Hold path start & mux1.nextAddress[4] \\
\multicolumn{2}{l}{\textbf{Place}} \\
\quad Post-placement cell count & roughly 490 \\
\quad Cell area after placement & around 0.0035 mm² \\
\quad Post-DP HPWL & 4920 µm \\
\quad Post-Place Setup Slack & -0.560 ns \\
\quad Placer's final routability congestion estimate & between 0.8 and 0.9 \\
\quad Input/output buffers & $\sim$45 \\
\multicolumn{2}{l}{\textbf{Floorplan}} \\
\quad Row count & 33 \\
\quad I/O pins & 46 \\
\quad Width of the die & 94.7 µm \\
\quad Floorplan utilization & 0.312 \\
\quad Area of the chip & 0.00896 mm² \\
\quad Core area & between 0.008 and 0.009 mm² \\
\quad Die Span Y & between 90 and 100 µm \\
\multicolumn{2}{l}{\textbf{GRT}} \\
\quad Antenna violations before repair & 0 \\
\quad Global-route wire length before repair & 11900 µm \\
\quad Largest net degree at the start of global routing & 18 \\
\quad GRT Resource Usage Total & 0.168 \\
\quad Gr ovfl total & 0 \\
\quad Number of global-route vias before repair & 2637 \\
\multicolumn{2}{l}{\textbf{Synthesis}} \\
\quad Mean instance size in the synthesized netlist & roughly 8.2 µm² \\
\quad Cell variety after synth & 64 \\
\quad Post-synth tally of flip-flops with integrated enable & 0 \\
\quad Register bit count reported by yosys & 52 \\
\quad Post-synthesis cell count & 316 \\
\quad Area share, top type & 0.295 \\
\quad Synth Cell Area & 0.00258 mm² \\
\quad Number of cells in the yosys synthesis report & 316 \\
\quad Chip area from the yosys synthesis statistics & 0.00258 mm² \\
\quad Top area cell types & sky130\_fd\_sc\_hd\_\_dfxtp\_1, sky130\_fd\_sc\_hd\_\_dlxtn\_1, sky130\_fd\_sc\_hd\_\_nand2\_1, sky130\_fd\_sc\_hd\_\_a21oi\_1, sky130\_fd\_sc\_hd\_\_nor2\_1 \\
\quad Share of flip-flops with an asynchronous set or reset after synthesis & 0 \\
\quad Dominant Register Cell & sky130\_fd\_sc\_hd\_\_dfxtp\_1 \\
\quad Synthesis Warnings & 8 \\
\quad Leading area contributor after synthesis & sky130\_fd\_sc\_hd\_\_dfxtp\_1 \\
\multicolumn{2}{l}{\textbf{Outcome}} \\
\quad Violated checks & setup timing \\
\quad Result of the run & complete, but fails checks \\
\hline
\end{tabular}
==> stage by stage <==
stage / util / TNS, ns
2_1_floorplan: - / -6.70
3_3_place_gp: 0.428 / -13.88
3_5_place_dp: 0.428 / -13.85
4_1_cts: 0.485 / -9.83
5_1_grt: 0.502 / -13.33
6_report: 0.502 / -10.42
==> registers in the layout, summed over array words and instances, names as in the netlist <==
name and cells:
mux1.nextAddress 5, c1.addressControl 6, wb.addressNext 4, dispTbl3.addressNext 3
dispTbl1.addressNext 5, dispTbl2.addressNext 2, c1.controlWord 27
==> final cells by class <==
cell class                 instances  area [µm²]  share of cell area
inverter                          10        40.0             0.00965
timing repair buffer             125        1040               0.251
multi-input combinational        225        1730               0.417
tap                              105         131              0.0317
clock inverter                    36         140              0.0338
clock buffer                       5        68.8              0.0166
sequential                        52         995               0.240
==> synthesized netlist by cell type (3+ instances only) <==
library cell	count
sky130_fd_sc_hd__or3_1	5
sky130_fd_sc_hd__inv_1	10
sky130_fd_sc_hd__ha_1	5
sky130_fd_sc_hd__buf_2	9
sky130_fd_sc_hd__o21a_1	3
sky130_fd_sc_hd__dfxtp_1	38
sky130_fd_sc_hd__and3_1	3
sky130_fd_sc_hd__nand2b_1	10
sky130_fd_sc_hd__and3b_1	3
sky130_fd_sc_hd__a21oi_1	17
sky130_fd_sc_hd__a31oi_1	4
sky130_fd_sc_hd__nor2b_1	10
sky130_fd_sc_hd__o21ai_1	10
sky130_fd_sc_hd__dlxtn_1	14
sky130_fd_sc_hd__nor2_1	21
sky130_fd_sc_hd__clkbuf_1	13
sky130_fd_sc_hd__o31ai_1	4
sky130_fd_sc_hd__nand2_1	30
sky130_fd_sc_hd__and2_1	7
sky130_fd_sc_hd__a22oi_1	10
sky130_fd_sc_hd__nand3_1	11
sky130_fd_sc_hd__o21ai_0	12
sky130_fd_sc_hd__nor3_1	5
sky130_fd_sc_hd__or2_1	4
sky130_fd_sc_hd__buf_4	4
==> how the worst max path moves through the flow <==
stage / from / depth (start not counted) / slack, ns / to
CTS: mux1.nextAddress[0] / 6 / -0.48 / c1.addressControl[0]
global route: mux1.nextAddress[0] / 6 / -0.58 / c1.addressControl[0]
finish: mux1.nextAddress[1] / 6 / -0.49 / c1.addressControl[0]
==> cell families (layout without fill, tap and decap cells) <==
group,Yosys count,after routing,synth area share
xor+xnor,1,1,0.00340
compound gates,94,94,0.256
flops,38,38,0.295
mux,3,3,0.0121
buf+inv,39,176,0.0699
latches,14,14,0.0816
simple gates,122,122,0.257
fa+ha+maj,5,5,0.0243
==> worst max-delay path: stages (launching register included) <==
cell and delay (ns):
sky130_fd_sc_hd__dfxtp_4 0.38, sky130_fd_sc_hd__inv_2 0.04, sky130_fd_sc_hd__ha_2 0.17, sky130_fd_sc_hd__or2_4 0.25, sky130_fd_sc_hd__a32oi_2 0.20, sky130_fd_sc_hd__o221ai_2 0.17, sky130_fd_sc_hd__or3_1 0.32
==> power breakdown <==
group	leakage, nW	switching (mW)	internal (mW)
clock network	0.227	0.396	0.296
registers	0.427	0.125	0.920
logic	1.28	1.09	1.30
total	1.94	1.61	2.52
==> repair_timing <==
action | 4_1_cts | 5_1_grt
setup buffers | 21 | 7
pin swaps | 16 | 15
resized | 161 | 34
cloned | 1 | 0
setup endpoints to repair | 67 | 67
==> metal layers <==
layer  vias up  wire length (µm)  GRT usage  share of wire
li1       1409                 -          -              -
met1      1277              3350      0.221           0.46
met2        64              3610      0.291           0.49
met3         7               258     0.0286          0.035
met4         0               106     0.0341          0.014
met5         -                 0          0              0
Power is estimated from default activity; no workload was simulated.
